[design/flow/run.sh]
#!/bin/bash
# OpenROAD 26Q1-2900-gdf79404cd8, Yosys 0.63+post, stock flow scripts
make -C /OpenROAD-flow-scripts/flow DESIGN_CONFIG=/design/flow/config.mk WORK_HOME=/design/flow/orfs finish
[design/flow/config.mk]
export PLATFORM = sky130hd
export DESIGN_NAME = CPU
export DESIGN_NICKNAME = CPU
export VERILOG_FILES = /design/flow/design.v
export SDC_FILE = /design/flow/constraint.sdc
export NUM_CORES = 4
export LEC_CHECK = 1
export CORE_UTILIZATION = 30
[design/flow/constraint.sdc]
current_design CPU

set clk_period 16.4
set clk_io_pct 0.2

create_clock -name clk0 -period $clk_period [get_ports {clk}]

set non_clock_inputs [all_inputs -no_clocks]
set_input_delay [expr $clk_period * $clk_io_pct] -clock clk0 $non_clock_inputs
set_output_delay [expr $clk_period * $clk_io_pct] -clock clk0 [all_outputs]
[design/flow/design.v]
`timescale 1ns / 1ps
module CPU(
    input [15:0] data_from_rom,
    input reset,
    input clk,
    inout [15:0] data_ram,
    output [5:0] address_to_rom,
    output enable_to_rom,
    output write_enable_to_ram,
    output [5:0] address_to_ram,
    output read_enable_to_ram,
    output enable_ram_read
    );
wire [3:0] Rd;
wire [3:0]Rs;
wire [3:0]Rt;
wire [3:0] OpCode;
wire [5:0] PC_Off;
wire [5:0] PC;
wire [2:0] State;
ControlUnit CU(
		.clk(clk),
		.reset(reset),
		.PC_Off(PC_Off),
		.data_from_rom(data_from_rom),
		.State(State),
		.address_to_rom(PC),
		.Rd(Rd),
		.Rs(Rs),
		.Rt(Rt),
		.OpCode(OpCode),
		.enable_to_rom(enable_to_rom),
		.enable_ram_read(enable_ram_read)
);
DataPath DP(
		.clk(clk),
		.OpCode(OpCode),
		.Rd(Rd),
		.Rs(Rs),
		.Rt(Rt),
		.State(State),
		.PC(PC),
		.PC_Off(PC_Off),
		.write_enable_to_ram(write_enable_to_ram),
		.read_enable_to_ram(read_enable_to_ram),
		.data_ram(data_ram),
		.address_to_ram(address_to_ram)
);
assign address_to_rom=PC;
endmodule
`timescale 1ns / 1ps
module ControlUnit(
	input clk,
	input reset,
	input [5:0] PC_Off,
	input [15:0] data_from_rom,
	output[2:0] State,
	output[5:0] address_to_rom,
	output[3:0] Rd,
	output[3:0] Rs,
	output[3:0] Rt,
	output[3:0] OpCode,
	output enable_to_rom,
	output enable_ram_read
    );
reg [2:0] Statetmp;
reg [3:0] Rdtmp,Rstmp,Rttmp,tmp_OpCode;
reg [5:0] PC; 
reg enable_ram_read_tmp;
reg enable_to_rom_tmp;
reg [2:0] DP_State;       
always @ (posedge clk)
	begin
		if(reset)
			begin
				Statetmp<=3'b000;
				DP_State<=3'b000;
				PC<=5'd0;
				enable_ram_read_tmp=1'b0;
			end
		else
			begin
			case(Statetmp)
				3'b000:  
					begin
						DP_State<=3'b000;
						Statetmp<=3'b010; 
						enable_to_rom_tmp<=1'b1;
					end
				3'b001:  
					begin
					end
				3'b010:  
					begin
						if(data_from_rom==16'hFF00)  
							begin
								DP_State<=3'b101;
								Statetmp<=3'b101;
							end
						else
							begin
								DP_State<=3'b010; 
								Statetmp<=3'b100; 
								tmp_OpCode<=data_from_rom[15:12];
								Rdtmp<=data_from_rom[11:8];
								Rstmp<=data_from_rom[7:4];
								Rttmp<=data_from_rom[3:0];
							end
						enable_to_rom_tmp<=1'b0;
					end 
				3'b100:  
					begin
						DP_State<=3'b100;
						Statetmp<=3'b010; 
						enable_to_rom_tmp<=1'b1;
						case(tmp_OpCode)
							4'b1111:  
								PC<=PC_Off;
							default:
								PC<=PC+PC_Off;
						endcase
					end
				3'b101:  
					begin
						DP_State<=3'b101;
						enable_ram_read_tmp=1'b1;
					end
				default:
					begin
						DP_State<=3'b101;
						enable_ram_read_tmp=1'b1;
					end
				endcase 
			end
	end
		assign OpCode = tmp_OpCode;
		assign Rd = Rdtmp;
		assign Rs = Rstmp;
		assign Rt = Rttmp;
		assign State = DP_State;
		assign address_to_rom = PC;
		assign enable_to_rom = enable_to_rom_tmp;
		assign enable_ram_read = enable_ram_read_tmp;
endmodule
`timescale 1ns / 1ps
module DataPath(
	input clk,
	input [3:0] OpCode,
	input [3:0] Rd,
	input [3:0] Rs,
	input [3:0] Rt,
	input [2:0] State,
	input [5:0] PC,
	output [5:0] PC_Off,
	output write_enable_to_ram,
	output read_enable_to_ram,
	inout [15:0] data_ram,
	output [5:0] address_to_ram
    );
reg [15:0] R0,R1,R2,R3,R4,R5,R6,R7,R8,R9,R10,R11,R12,R13,R14,R15;
reg [15:0] Rdtmp,Rstmp,Rttmp; 
reg [7:0] immediate;  
reg [5:0] PC_Offtmp,address_to_ram_tmp;
reg read_enable_to_ram_tmp,write_enable_to_ram_tmp;
reg [15:0] data_to_ram;  
parameter Reg0=4'd0,
			 Reg1=4'd1,
			 Reg2=4'd2,
			 Reg3=4'd3,
			 Reg4=4'd4,
			 Reg5=4'd5,
			 Reg6=4'd6,
			 Reg7=4'd7,
			 Reg8=4'd8,
			 Reg9=4'd9,
			 Reg10=4'd10,
			 Reg11=4'd11,
			 Reg12=4'd12,
			 Reg13=4'd13,
			 Reg14=14'd4,
			 Reg15=4'd15;
always @ (negedge clk)
	begin
		case(State)  
			3'b000:  
				begin
					PC_Offtmp<=6'd0;
				end
			3'b010:  
				begin
				immediate={Rs,Rt};  
					case(OpCode)
						4'b1011:  
							begin
								case(Rd)  
									   Reg0:
											Rstmp=R0;
										Reg1:
											Rstmp=R1;
										Reg2:
											Rstmp=R2;
										Reg3:
											Rstmp=R3;
										Reg4:
											Rstmp=R4;
										Reg5:
											Rstmp=R5;
										Reg6:
											Rstmp=R6;
										Reg7:
											Rstmp=R7;
										Reg8:
											Rstmp=R8;
										Reg9:
											Rstmp=R9;
										Reg10:
											Rstmp=R10;
										Reg11:
											Rstmp=R11;
										Reg12:
											Rstmp=R12;
										Reg13:
											Rstmp=R13;
										Reg14:
											Rstmp=R14;
										Reg15:
											Rstmp=R15;
								endcase
							end
						4'b1100:  
							begin
								case(Rd)  
										Reg0:
											Rstmp=R0;
										Reg1:
											Rstmp=R1;
										Reg2:
											Rstmp=R2;
										Reg3:
											Rstmp=R3;
										Reg4:
											Rstmp=R4;
										Reg5:
											Rstmp=R5;
										Reg6:
											Rstmp=R6;
										Reg7:
											Rstmp=R7;
										Reg8:
											Rstmp=R8;
										Reg9:
											Rstmp=R9;
										Reg10:
											Rstmp=R10;
										Reg11:
											Rstmp=R11;
										Reg12:
											Rstmp=R12;
										Reg13:
											Rstmp=R13;
										Reg14:
											Rstmp=R14;
										Reg15:
											Rstmp=R15;
									endcase
								end
						default:
							begin
								case(Rs)  
									Reg0:
										Rstmp=R0;
									Reg1:
										Rstmp=R1;
									Reg2:
										Rstmp=R2;
									Reg3:
										Rstmp=R3;
									Reg4:
										Rstmp=R4;
									Reg5:
										Rstmp=R5;
									Reg6:
										Rstmp=R6;
									Reg7:
										Rstmp=R7;
									Reg8:
										Rstmp=R8;
									Reg9:
										Rstmp=R9;
									Reg10:
										Rstmp=R10;
									Reg11:
										Rstmp=R11;
									Reg12:
										Rstmp=R12;
									Reg13:
										Rstmp=R13;
									Reg14:
										Rstmp=R14;
									Reg15:
										Rstmp=R15;
								endcase
								case(Rt)  
									Reg0:
										Rttmp=R0;
									Reg1:
										Rttmp=R1;
									Reg2:
										Rttmp=R2;
									Reg3:
										Rttmp=R3;
									Reg4:
										Rttmp=R4;
									Reg5:
										Rttmp=R5;
									Reg6:
										Rttmp=R6;
									Reg7:
										Rttmp=R7;
									Reg8:
										Rttmp=R8;
									Reg9:
										Rttmp=R9;
									Reg10:
										Rttmp=R10;
									Reg11:
										Rttmp=R11;
									Reg12:
										Rttmp=R12;
									Reg13:
										Rttmp=R13;
									Reg14:
										Rttmp=R14;
									Reg15:
										Rttmp=R15;
								endcase
							end
					endcase
					case(OpCode)
						4'b0000:  
							begin
								Rdtmp=Rstmp+Rttmp;
								PC_Offtmp<=6'd1;
							end
						4'b0001:  
							begin
								Rdtmp=Rstmp-Rttmp;
								PC_Offtmp<=6'd1;
							end
						4'b0010:  
							begin
								Rdtmp=Rstmp & Rttmp;
								PC_Offtmp<=6'd1;
							end
						4'b0011:  
							begin
								Rdtmp=Rstmp | Rttmp;
								PC_Offtmp<=6'd1;
							end
						4'b0100:  
							begin
								Rdtmp=Rstmp ^ Rttmp;
								PC_Offtmp<=6'd1;
							end
						4'b0101:  
							begin
								Rdtmp= ~Rstmp;
								PC_Offtmp<=6'd1;
							end
						4'b0110:  
							begin
								Rdtmp=Rstmp<<1;
								PC_Offtmp<=6'd1;
							end
						4'b0111:  
							begin
								Rdtmp=Rstmp>>1;
								PC_Offtmp<=6'd1;
							end
						4'b1000:  
							begin
								Rdtmp=immediate;
								PC_Offtmp<=6'd1;
							end
						4'b1001:  
							begin
								address_to_ram_tmp<=Rstmp[5:0];
								read_enable_to_ram_tmp<=1'b1;
								PC_Offtmp<=6'd1;
							end
						4'b1010:  
							begin
								address_to_ram_tmp<=Rstmp[5:0];
								write_enable_to_ram_tmp=1'b1;
								PC_Offtmp<=6'd1;
								data_to_ram<=Rttmp;
							end
						4'b1011:  
							begin
								if(Rstmp==16'd0)
									PC_Offtmp<=immediate[5:0];
								else
									PC_Offtmp<=6'd1;
							end
						4'b1100:  
							begin
								if(Rstmp==16'd0)
									PC_Offtmp<=6'd1;
								else
									PC_Offtmp<=immediate[5:0]+6'd1;
							end
						4'b1101:  
							begin
								Rdtmp=PC+6'd1;
								PC_Offtmp<=immediate[5:0]+6'd1;
							end
						4'b1110:  
							begin 
								PC_Offtmp<=immediate[5:0]+6'd1;
							end
						4'b1111:  
							begin
								PC_Offtmp<=Rstmp[5:0];
							end
					endcase
				end
			3'b100:  
				begin
					read_enable_to_ram_tmp<=1'b0;
					write_enable_to_ram_tmp=1'b0;
					case(OpCode)
						4'b1010:  
							begin
							end
						4'b1011:  
							begin
							end
						4'b1100:  
							begin
							end
						4'b1110:  
							begin
							end
						4'b1111:  
							begin
							end
						4'b1001:  
							begin
								Rdtmp=data_ram;
							end
						endcase
							begin
								case(Rd)
									Reg0:
										R0<=Rdtmp;
									Reg1:
										R1<=Rdtmp;
									Reg2:
										R2<=Rdtmp;
									Reg3:
										R3<=Rdtmp;
									Reg4:
										R4<=Rdtmp;
									Reg5:
										R5<=Rdtmp;
									Reg6:
										R6<=Rdtmp;
									Reg7:
										R7<=Rdtmp;
									Reg8:
										R8<=Rdtmp;
									Reg9:
										R9<=Rdtmp;
									Reg10:
										R10<=Rdtmp;
									Reg11:
										R11<=Rdtmp;
									Reg12:
										R12<=Rdtmp;
									Reg13:
										R13<=Rdtmp;
									Reg14:
										R14<=Rdtmp;
									Reg15:
										R15<=Rdtmp;
								endcase		
							end
				end
			3'b101:  
				begin
				end
		endcase
	end
assign PC_Off=PC_Offtmp;
assign read_enable_to_ram=read_enable_to_ram_tmp;
assign write_enable_to_ram=write_enable_to_ram_tmp;
assign address_to_ram=address_to_ram_tmp;
assign data_ram = (write_enable_to_ram_tmp) ? data_to_ram : 16'bz;  
assign data_ram = (read_enable_to_ram_tmp) ? data_to_ram : 16'bz;
endmodule
==> impl_metrics.json <==
{
  "ys_cells": 1944,
  "dpl.hpwl_mm": 76.43,
  "die_height_um": 269.7,
  "io_pins": 50,
  "netlist_instances": 1944,
  "yosys-stat-area_sq_um": 21500,
  "outcome.stop_stage": "clock tree synthesis",
  "top_area_frac": 0.4678,
  "synth.top_cells.by_count": "edfxtp_1, nand2_1, nor2_1",
  "syn_area_sq_um": 21500,
  "numPortBuffers": 33,
  "die_width_um": 269.7,
  "cts_repair_resize_count": 0,
  "post_cts_buffers": 0,
  "dp.cells": 2886,
  "clkSinkCount": 348,
  "synth_top_flop_cell": "edfxtp_1",
  "core.rowCount": 97,
  "floorplanUtilization": 0.3050,
  "ys_top_cells_by_area": "edfxtp_1, mux2i_1, ha_1, mux2_2, a22oi_1",
  "final_weighted_congestion_in_routability_driven_placement": 1.066,
  "tritoncts_buffer_count": 45,
  "clock_tree_root": "clkbuf_16",
  "ys.flops": 348,
  "yosys_top_cell_by_instances": "edfxtp_1",
  "run_status": "did not finish",
  "yosysTopAreaCell": "edfxtp_1",
  "yosys_warnings": 20,
  "htree_num_levels": 2,
  "clockBufferDepth": 3,
  "hold_buffers": 0,
  "enable_flop_cells": 335,
  "postSynthAreaPerCell_sq_um": 11.06,
  "synth.yosys.seq_area_share": 0.4799,
  "synth-async-reset-ratio": 0,
  "yosysUniqueCellTypes": 99,
  "firstError": "[error] [KeplerFormal.cpp:679] Workflow failed: Iso has multiple drivers: .data_ram4, data_ram[4]$_DFFE_NP_.Q0"
}
kinds of logic after synthesis:
logic type	Yosys count	synth area share
flops	348	0.4799
mux	151	0.07814
simple gates	518	0.1291
compound gates	618	0.2149
xor+xnor	32	0.01303
fa+ha+maj	60	0.03561
buf+inv	217	0.04940
per-stage QoR:
step                setup WS (ns)  hold slack (ns)  area [sq um]    util
global placement            2.272           0.4152         23210  0.3292
floorplan                   3.530           0.4080         21500       -
detailed placement          2.283           0.4303         23210  0.3292
